`./run.sh`:
```
#!/bin/bash
# OpenROAD 26Q1-2900-gdf79404cd8, Yosys 0.63+post, stock flow scripts
make -C /OpenROAD-flow-scripts/flow DESIGN_CONFIG=/design/flow/config.mk WORK_HOME=/design/flow/orfs finish
```
`./config.mk`:
```
export PLATFORM = sky130hd
export DESIGN_NAME = ascii_2_morse
export DESIGN_NICKNAME = ascii_2_morse
export VERILOG_FILES = /design/flow/design.v
export SDC_FILE = /design/flow/constraint.sdc
export NUM_CORES = 4
export LEC_CHECK = 1
export CORE_AREA = 10 10 109 109
export DIE_AREA = 0 0 119 119
```
`./constraint.sdc`:
```
current_design ascii_2_morse

set clk_period 2.8
set clk_io_pct 0.2

create_clock -name clk0 -period $clk_period [get_ports {clk_24}]

set non_clock_inputs [all_inputs -no_clocks]
set_input_delay [expr $clk_period * $clk_io_pct] -clock clk0 $non_clock_inputs
set_output_delay [expr $clk_period * $clk_io_pct] -clock clk0 [all_outputs]
```
`./design.v`:
```
module ascii_2_morse (
    input clk_24,                
    input rst,                   
    input [6:0] ascii_code,      
    output reg [6:0] morse_code, 
    output reg [2:0] morse_len   
    );
    reg [9:0] numbers [0:9];
    reg [9:0] letters [0:25];
    reg [9:0] punctuation [0:18];
    initial begin
        numbers[0] = {7'b001_1111, 3'd5};  
        numbers[1] = {7'b001_1110, 3'd5};  
        numbers[2] = {7'b001_1100, 3'd5};  
        numbers[3] = {7'b001_1000, 3'd5};  
        numbers[4] = {7'b001_0000, 3'd5};  
        numbers[5] = {7'b000_0000, 3'd5};  
        numbers[6] = {7'b000_0001, 3'd5};  
        numbers[7] = {7'b000_0011, 3'd5};  
        numbers[8] = {7'b000_0111, 3'd5};  
        numbers[9] = {7'b000_1111, 3'd5};  
        letters[0]  = {7'b000_0010, 3'd2};  
        letters[1]  = {7'b000_0001, 3'd4};  
        letters[2]  = {7'b000_0101, 3'd4};  
        letters[3]  = {7'b000_0001, 3'd3};  
        letters[4]  = {7'b000_0000, 3'd1};  
        letters[5]  = {7'b000_0100, 3'd4};  
        letters[6]  = {7'b000_0011, 3'd3};  
        letters[7]  = {7'b000_0000, 3'd4};  
        letters[8]  = {7'b000_0000, 3'd2};  
        letters[9]  = {7'b000_1110, 3'd4};  
        letters[10] = {7'b000_0101, 3'd3};  
        letters[11] = {7'b000_0010, 3'd4};  
        letters[12] = {7'b000_0011, 3'd2};  
        letters[13] = {7'b000_0001, 3'd2};  
        letters[14] = {7'b000_0111, 3'd3};  
        letters[15] = {7'b000_0110, 3'd4};  
        letters[16] = {7'b000_1011, 3'd4};  
        letters[17] = {7'b000_0010, 3'd3};  
        letters[18] = {7'b000_0000, 3'd3};  
        letters[19] = {7'b000_0001, 3'd1};  
        letters[20] = {7'b000_0100, 3'd3};  
        letters[21] = {7'b000_1000, 3'd4};  
        letters[22] = {7'b000_0110, 3'd3};  
        letters[23] = {7'b000_1001, 3'd4};  
        letters[24] = {7'b000_1101, 3'd4};  
        letters[25] = {7'b000_0011, 3'd4};  
        punctuation[0]  = {7'b000_0000, 3'd7};  
        punctuation[1]  = {7'b011_0101, 3'd6};  
        punctuation[2]  = {7'b001_0010, 3'd6};  
        punctuation[3]  = {7'b100_1000, 3'd7};  
        punctuation[4]  = {7'b000_0010, 3'd5};  
        punctuation[5]  = {7'b001_1110, 3'd6};  
        punctuation[6]  = {7'b000_1101, 3'd5};  
        punctuation[7]  = {7'b010_1101, 3'd6};  
        punctuation[8]  = {7'b000_1010, 3'd5};  
        punctuation[9]  = {7'b011_0011, 3'd6};  
        punctuation[10] = {7'b010_0001, 3'd6};  
        punctuation[11] = {7'b010_1010, 3'd6};  
        punctuation[12] = {7'b000_1001, 3'd5};  
        punctuation[13] = {7'b000_0111, 3'd6};  
        punctuation[14] = {7'b001_0101, 3'd6};  
        punctuation[15] = {7'b001_0001, 3'd5};  
        punctuation[16] = {7'b000_1100, 3'd6};  
        punctuation[17] = {7'b001_0110, 3'd6};  
        punctuation[18] = {7'b010_1100, 3'd6};  
    end
    always @(posedge clk_24) begin
        if (rst)
            {morse_code, morse_len} <= 10'b0;
        else if (ascii_code >= 48 && ascii_code < 58)
            {morse_code, morse_len} <= numbers[ascii_code - 48];
        else if (ascii_code >= 65 && ascii_code < 91)
            {morse_code, morse_len} <= letters[ascii_code - 65];
        else if (ascii_code >= 97 && ascii_code < 122)
            {morse_code, morse_len} <= letters[ascii_code - 97];
        else begin
            case (ascii_code)
                7'd32   : {morse_code, morse_len} <= punctuation[0];
                7'd33   : {morse_code, morse_len} <= punctuation[1];
                7'd34   : {morse_code, morse_len} <= punctuation[2];
                7'd36   : {morse_code, morse_len} <= punctuation[3];
                7'd38   : {morse_code, morse_len} <= punctuation[4];
                7'd39   : {morse_code, morse_len} <= punctuation[5];
                7'd40   : {morse_code, morse_len} <= punctuation[6];
                7'd41   : {morse_code, morse_len} <= punctuation[7];
                7'd43   : {morse_code, morse_len} <= punctuation[8];
                7'd44   : {morse_code, morse_len} <= punctuation[9];
                7'd45   : {morse_code, morse_len} <= punctuation[10];
                7'd46   : {morse_code, morse_len} <= punctuation[11];
                7'd47   : {morse_code, morse_len} <= punctuation[12];
                7'd58   : {morse_code, morse_len} <= punctuation[13];
                7'd59   : {morse_code, morse_len} <= punctuation[14];
                7'd61   : {morse_code, morse_len} <= punctuation[15];
                7'd63   : {morse_code, morse_len} <= punctuation[16];
                7'd64   : {morse_code, morse_len} <= punctuation[17];
                7'd95   : {morse_code, morse_len} <= punctuation[18];
                default : {morse_code, morse_len} <= 10'b0;
            endcase
        end
    end
endmodule
```
==> impl_metrics.toml <==
# yosys + openroad results
[final_timing]
min_period_ns = 2.629
setup_viol = 0
fmax_ghz = 0.3804
slew_viol_final = 0
tightest_slew_ns = 0.4949
whs_ns = 1.124
hold_viol = 0
slew_headroom = 0.6616
fin_crit_sh = 0.9389

[cts]
ctsHoldBuffers = 0
cts_tree = "done"
ctsLongestPathBuffers = 2
htree_levels = 1
cts_inserted_buffers = 3
cts_root_buffer = "clkbuf_8"
clock-sinks = 10
clk_pin_slew_ns = 0.04
cts_setup_buffers = 0

[floorplan]
io_pins = 19
core.rowCount = 36
die_h_um = 119
die_w_um = 119
core_util_floorplan = 0.1608
coreArea_um2 = 9639
dieArea_um2 = 14160

[layout]
seqCellArea_um2 = 200.2
fin_util = 0.2208
finalNonFillerCells = 393
fill_cells = 1084
logic_area_um2 = 1232
syn_to_final_growth_pct = 37.29
final_area_um2 = 2128
drive_gt1_frac = 0.1846
lay_top_cells = "buf_4 (32), a21oi_1 (22), nor2_1 (19)"
mostFrequentLayoutCell = "buf_4"

[detailed_routing]
antennaDiodeCount = 0
drt_iter0_drc = 203
first_pass_iters = 4
avgViaCountPerCell = 4.669
ant_nets = 0
wl_per_cell_um = 13.50
drcViolationCount = 0
route.vias.total = 1835
drt_wl_total_um = 5307

[global_route]
grt_pass1_vias = 1739
grt_pass1_wl_um = 8949
track_usage = 0.07302
grt_max_degree = 39
grt_remaining_overflow = 0
antenna_found_initial = 0

[power_and_ir_drop]
pwr-share-clk = 0.244
internal_power_w = 0.0003755
combPwrFrac = 0.489
seqPwrFrac = 0.267
vdd_drop_max_v = 0.0001372
power_w = 0.0005769
p_per_area_nw_per_um2 = 271.1
switching_share = 0.3492
leakage_nw = 0.7923
p_sw_w = 0.0002014

[critical_path]
crit_path_start_kind = "input port"
crit_arrival_ns = 2.73
critPathKind = "input port to register"
required_ns = 2.90
end_kind = "register"
path_max_fanout = 14

[placed_design]
dp.cells = 390
dp_hpwl_um = 4195
gp_congestion = 0.9404
dpl_cell_area_um2 = 2081
io_buffers = 18

[synth]
synthArstFlopShare = 0
synthTopCellsByArea = "dfxtp_1 (13%), ha_1 (7.3%), a21oi_1 (7.1%)"
synth_area_um2 = 1550
yosysWarnings = 1
yosysTopAreaCell = "dfxtp_1"
ys.flops = 10
synth.avg_cell_area_um2 = 6.829
synth-edff-count = 0
synth.yosys.seq_area_share = 0.1291
synth_cell_types = 52
ff_type = "dfxtp_1"
synth_top_area_share = 0.1291
syn_inst = 227
ys_chip_area_um2 = 1550
yosys_cells = 227

[min_path]
whs_path_depth = 2
whs_endpoint = "morse_code[1]$_SDFF_PP0_"
hp-start = "rst"
hold_path.class = "input port to register"

[flow_run]
openroad.warnings = 32
cap_violations = 0

[run_status]
status = "finished clean"
-- cell type report --
class / count / area share
multi-input cells: 184 / 0.5791
repair buffers: 51 / 0.2069
clock buffers: 3 / 0.01940
well taps: 133 / 0.07819
inverters: 12 / 0.02234
flip-flops and latches: 10 / 0.09406
-- sequential cells by signal (all words and copies together), names as in the netlist --
signal,flops
morse_code,7
morse_len,3
-- metrics by stage --
stage	setup WS [ns]	setup TNS, ns
finish	0.1710	0
global route	-0.003970	-0.003970
CTS	0.1094	0
detailed placement	-0.1291	-0.1865
global placement	-0.1491	-0.1575
floorplan	0.0009042	0
-- logic make-up after synthesis --
kind of cell | share of synthesized area
compound gates | 0.3834
buf+inv | 0.08797
simple gates | 0.2567
xor+xnor | 0.01695
mux | 0.05327
flops | 0.1291
fa+ha+maj | 0.07264
-- power by group through the flow --
stage | combinational, W | sequential [W] | clock, W
finish | 0.000282 | 0.000154 | 0.000141
global route | 0.000310 | 0.000155 | 0.000148
CTS | 0.000279 | 0.000154 | 0.000144
-- layer usage --
metal  wire, um  up-vias  GRT usage
li1           -      924          -
met1       2628      820     0.1139
met2       2138       83     0.1020
met3        451        8    0.01295
met4         89        0    0.01298
met5          0        -          0
-- what timing repair did --
item                                   CTS  global route
endpoints found under the hold margin    0             0
resized                                  0             2
setup endpoints to repair                0             1
-- Yosys cell counts (3+ instances only) --
master / count
nand3_1: 6
nor3_1: 7
nand4_1: 4
o211ai_1: 8
nor2_1: 19
nand2_1: 13
buf_1: 3
nor2b_1: 6
inv_1: 12
mux2i_1: 6
nand2b_1: 5
o21ai_0: 17
o22ai_1: 3
and2_1: 5
clkbuf_1: 13
ha_1: 9
dfxtp_1: 10
a21oi_1: 22
a221oi_1: 4
or4_1: 3
buf_2: 4
a311oi_1: 3
o31ai_1: 4
-- worst max-delay path: stages --
cell and delay (ns):
clkdlybuf4s50_1 0.52, buf_4 0.23, ha_1 0.39, nor3_1 0.08, a21bo_2 0.23, nand2b_1 0.25, a311oi_1 0.36, nor3_1 0.10
-- worst max path at each step --
stage / from / endpoint / slack (ns)
after CTS: ascii_code[1] / morse_code[1]$_SDFF_PP0_ / 0.11
after global routing: ascii_code[0] / morse_code[1]$_SDFF_PP0_ / -0.004
final: ascii_code[0] / morse_len[2]$_SDFF_PP0_ / 0.17
Power is estimated from default activity; no workload was simulated.
