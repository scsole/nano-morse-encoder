==> design/flow/design.v <==
`default_nettype	none
module rxuart(i_clk, i_reset, i_setup, i_uart_rx, o_wr, o_data, o_break,
			o_parity_err, o_frame_err, o_ck_uart);
	parameter [30:0] INITIAL_SETUP = 31'd868;
	input	wire		i_clk, i_reset;
	input	wire	[30:0]	i_setup;
	input	wire		i_uart_rx;
	output	reg		o_wr;
	output	reg	[7:0]	o_data;
	output	reg		o_break;
	output	reg		o_parity_err, o_frame_err;
	output	wire		o_ck_uart;
	wire	[27:0]	clocks_per_baud, break_condition, half_baud;
	wire	[1:0]	data_bits;
	wire		use_parity, parity_even, dblstop, fixd_parity;
	reg	[29:0]	r_setup;
	reg	[3:0]	state;
	assign	clocks_per_baud = { 4'h0, r_setup[23:0] };
	assign	data_bits   = r_setup[29:28];
	assign	dblstop     = r_setup[27];
	assign	use_parity  = r_setup[26];
	assign	fixd_parity = r_setup[25];
	assign	parity_even = r_setup[24];
	assign	break_condition = { r_setup[23:0], 4'h0 };
	assign	half_baud = { 5'h00, r_setup[23:1] }-28'h1;
	reg	[27:0]	baud_counter;
	reg		zero_baud_counter;
	reg	q_uart, qq_uart, ck_uart;
	initial	q_uart  = 1'b0;
	initial	qq_uart = 1'b0;
	initial	ck_uart = 1'b0;
	always @(posedge i_clk)
	begin
		q_uart <= i_uart_rx;
		qq_uart <= q_uart;
		ck_uart <= qq_uart;
	end
	assign	o_ck_uart = ck_uart;
	reg	[27:0]	chg_counter;
	initial	chg_counter = 28'h00;
	always @(posedge i_clk)
		if (i_reset)
			chg_counter <= 28'h00;
		else if (qq_uart != ck_uart)
			chg_counter <= 28'h00;
		else if (chg_counter < break_condition)
			chg_counter <= chg_counter + 1;
	initial	o_break    = 1'b0;
	always @(posedge i_clk)
		o_break <= ((chg_counter >= break_condition)&&(~ck_uart))? 1'b1:1'b0;
	reg	line_synch;
	initial	line_synch = 1'b0;
	always @(posedge i_clk)
		line_synch <= ((chg_counter >= break_condition)&&(ck_uart));
	reg	half_baud_time;
	initial	half_baud_time = 0;
	always @(posedge i_clk)
		half_baud_time <= (~ck_uart)&&(chg_counter >= half_baud);
	initial	r_setup     = INITIAL_SETUP[29:0];
	always @(posedge i_clk)
		if (state >= 4'he)
			r_setup <= i_setup[29:0];
	initial	state = 4'he;
	always @(posedge i_clk)
	begin
		if (i_reset)
			state <= 4'he;
		else if (state == 4'he)
		begin
			if (line_synch)
				state <= 4'hf;
			else  
				state <= 4'he;
		end else if (o_break)
		begin  
			state <= 4'hd;
		end else if (state == 4'hd)
		begin  
			if (ck_uart)
				state <= 4'hf;
			else
				state <= 4'hd;
		end else if (state == 4'hf)
		begin  
			if ((~ck_uart)&&(half_baud_time))
			begin
				case (data_bits)
				2'b00: state <= 4'h0;
				2'b01: state <= 4'h1;
				2'b10: state <= 4'h2;
				2'b11: state <= 4'h3;
				endcase
			end else  
				state <= 4'hf;
		end else if (zero_baud_counter)
		begin
			if (state < 4'h7)
				state <= state + 1;
			else if (state == 4'h7)
				state <= (use_parity) ? 4'h8:4'h9;
			else if (state == 4'h8)
				state <= 4'h9;
			else if (state == 4'h9)
			begin  
				if (~ck_uart)  
					state <= 4'he;
				else if (dblstop)
					state <= 4'ha;
				else
					state <= 4'hf;
			end else  
			begin
				if (~ck_uart)  
					state <= 4'he;
				else
					state <= 4'hf;
			end
		end
	end
	reg	[7:0]	data_reg;
	always @(posedge i_clk)
		if ((zero_baud_counter)&&(state != 4'h8))
			data_reg <= { ck_uart, data_reg[7:1] };
	reg		calc_parity;
	always @(posedge i_clk)
		if (state == 4'hf)
			calc_parity <= 0;
		else if (zero_baud_counter)
			calc_parity <= calc_parity ^ ck_uart;
	initial	o_parity_err = 1'b0;
	always @(posedge i_clk)
		if ((zero_baud_counter)&&(state == 4'h8))
		begin
			if (fixd_parity)
				o_parity_err <= (ck_uart ^ parity_even);
			else if (parity_even)
				o_parity_err <= (calc_parity != ck_uart);
			else
				o_parity_err <= (calc_parity == ck_uart);
		end else if (state >= 4'hd)
			o_parity_err <= 1'b0;
	initial	o_frame_err  = 1'b0;
	always @(posedge i_clk)
		if ((zero_baud_counter)&&((state == 4'h9)
						||(state == 4'ha)))
			o_frame_err <= (o_frame_err)||(~ck_uart);
		else if ((zero_baud_counter)||(state >= 4'hd))
			o_frame_err <= 1'b0;
	initial	o_data = 8'h00;
	reg	pre_wr;
	initial	pre_wr = 1'b0;
	always @(posedge i_clk)
		if (i_reset)
		begin
			pre_wr <= 1'b0;
			o_data <= 8'h00;
		end else if ((zero_baud_counter)&&(state == 4'h9))
		begin
			pre_wr <= 1'b1;
			case (data_bits)
			2'b00: o_data <= data_reg;
			2'b01: o_data <= { 1'b0, data_reg[7:1] };
			2'b10: o_data <= { 2'b0, data_reg[7:2] };
			2'b11: o_data <= { 3'b0, data_reg[7:3] };
			endcase
		end else if ((zero_baud_counter)||(state == 4'hf))
			pre_wr <= 1'b0;
	initial	o_wr   = 1'b0;
	always @(posedge i_clk)
		if ((zero_baud_counter)||(state == 4'hf))
			o_wr <= (pre_wr)&&(!i_reset);
		else
			o_wr <= 1'b0;
	always @(posedge i_clk)
		if (i_reset)
			baud_counter <= clocks_per_baud-28'h01;
		else if (zero_baud_counter)
			baud_counter <= clocks_per_baud-28'h01;
		else case(state)
			4'he:baud_counter <= clocks_per_baud-28'h01;
			4'hd:	baud_counter <= clocks_per_baud-28'h01;
			4'hf:	baud_counter <= clocks_per_baud-28'h01;
			default:	baud_counter <= baud_counter-28'h01;
		endcase
	initial	zero_baud_counter = 1'b0;
	always @(posedge i_clk)
		if (state == 4'hf)
			zero_baud_counter <= 1'b0;
		else
		zero_baud_counter <= (baud_counter == 28'h01);
endmodule
==> design/flow/run.sh <==
#!/bin/bash
# OpenROAD 26Q1-2900-gdf79404cd8, Yosys 0.63+post, stock flow scripts
make -C /OpenROAD-flow-scripts/flow DESIGN_CONFIG=/design/flow/config.mk WORK_HOME=/design/flow/orfs finish
==> design/flow/config.mk <==
export PLATFORM = sky130hd
export DESIGN_NAME = rxuart
export DESIGN_NICKNAME = rxuart
export VERILOG_FILES = /design/flow/design.v
export SDC_FILE = /design/flow/constraint.sdc
export NUM_CORES = 4
export LEC_CHECK = 1
export CORE_UTILIZATION = 50
==> design/flow/constraint.sdc <==
current_design rxuart

set clk_period 7.0
set clk_io_pct 0.2

create_clock -name clk0 -period $clk_period [get_ports {i_clk}]

set non_clock_inputs [all_inputs -no_clocks]
set_input_delay [expr $clk_period * $clk_io_pct] -clock clk0 $non_clock_inputs
set_output_delay [expr $clk_period * $clk_io_pct] -clock clk0 [all_outputs]
==> flow_summary.ini <==
; synthesis and place-and-route metrics
[clock_tree]
cts_resized = 0
post_cts_buffers = 0
cts_root_buf = clkbuf_16
numClockSinks = 118
clk_latency_ps = 410
clkTransAtPathRegs_ps = 50
cts_tree = done
cts_max_level = 4
clockBufferDepth = 2
hold_buffers = 0
cts-buffers-inserted = 17

[final_layout]
mostFrequentLayoutCell = dfxtp_1
layout_top_cells = dfxtp_1, nand2_1, ha_1
largestRegisters = r_setup (30), baud_counter (28), chg_counter (28)
area_growth_pct = 16.9
drive_gt1_share_pct = 6.89
largest_reg_flops = 30
final.fill_count = 1112
instances_no_fill = 1022
largest_register = r_setup

[routing]
drt-total-wl_microns = 16800
drt_iter0_drc = 315
ant_nets = 0
vias = 5922
routed_via_density = 5.79
wl_per_cell_microns = 16.4
antenna-diode-count = 0
drt-pass1-iter-count = 5
drc = 0

[timing]
finalMaxSlewViolations = 0
setup_viol = 0
skew_ps = 6.71
rsz0062_at_grt = no
hold_viol = 0
slew_headroom_pct = 41.8
fin_setup_tns_ps = 0
fin_crit_ps = 4050
worstMarginPinSlew_ps = 867
min_period_over_period_pct = 57.9
fmax_ghz = 0.247

[global_route]
grt_usage_pct = 24.6
grt_max_degree = 45
antenna_found_initial = 0
first_global_vias = 5568
grt-ovfl-total = 0
grt_pass1_wl_microns = 27800

[synth]
ys_warn_count = 1
async_reset_ff_share_pct = 0
ys_types = 58
yosys_area_sq_mm = 0.00728
syn_area_per_cell_sq_um = 9.23
topCellsByArea = dfxtp_1, edfxtp_1, ha_1
synth_area_sq_mm = 0.00728
synth_seq_share_pct = 37.9
ys.flop_type = dfxtp_1
largest_area_cell = dfxtp_1
synth-edff-count = 40
netlist.area_leader.share_pct = 21.4
postSynthCellCount = 789
synth-seq-cells = 118
ys_cells = 789

[placed_design]
io_buffers = 45
place_hpwl_microns = 12300
routabilityCongestion = 0.937
place_inst = 990

[run]
drv_cap = 0
warnings = 33

[power_and_ir_drop]
powerDensity_mw_per_mm2 = 276
vdd_drop_max_uv = 246
leakage_nw = 3.29

[worst_setup_path]
r2r_slack_ps = 2950
start_kind = register
path_max_fanout = 9
critPathKind = register to register
r2r_end = half_baud_time
worstPathArrival_ps = 4370
worst_setup_path_end_kind = register
critical_path.startpoint = r_setup[6]
r2r_start = r_setup[6]
reg2reg_depth = 13
cp_data_required_time_ps = 7310

[floorplanning]
coreArea_sq_mm = 0.0140
fp-utilization_pct = 51.9
die.size.x_microns = 123
io_pins = 47
die_y_microns = 123
dieArea_sq_mm = 0.0151
placement_rows = 43

[hold_path]
min_path_type = register to register
hold_path_end = qq_uart
holdPathStages = 0
min_from = q_uart

[outcome]
status = complete, no violations
[critical path, stage by stage, from the launching register on]
cell      delay, ps
edfxtp_1        470
nor4_2          680
nand4_1         230
nor3_1          490
nand2_1         260
nor3_1          230
xnor2_1          90
ha_1            310
nand4_1         100
or2_2           290
nor4_1          280
a311oi_1        160
o311a_1         150
a211oi_1        220
[kinds of logic (layout without fill, tap and decap cells)]
family / count (synthesis) / after routing / share of synthesized area [%]
and+or+nand+nor: 302 / 302 / 22.5
buffers and inverters: 67 / 120 / 3.56
DFF: 118 / 118 / 37.9
xor gates and xnor gates: 70 / 70 / 8.42
adders and majority gates: 64 / 64 / 11.0
muxes: 27 / 27 / 4.40
AOI/OAI and AO/OA: 141 / 141 / 12.2
[synthesized netlist by cell type, types with 12 or more instances]
cell	n
nor4_1	15
mux2i_1	23
xor2_1	12
a21oi_1	57
xnor2_1	58
dfxtp_1	78
inv_1	36
nand3_1	26
a21o_1	13
nand2_1	68
nor2_1	57
o21ai_0	16
o31ai_1	16
ha_1	64
nor3_1	21
edfxtp_1	40
clkbuf_1	28
nand4_1	29
or4_1	15
[area by class of cell]
type | count | area, sq um | share of cell area (%)
tap | 180 | 225 | 2.64
multi-input combinational | 604 | 4280 | 50.2
clock buffer | 18 | 429 | 5.04
timing repair buffer | 52 | 503 | 5.91
sequential | 118 | 2760 | 32.4
clock inverter | 14 | 184 | 2.16
inverter | 36 | 135 | 1.59
[power breakdown]
group | total, mW | switching, mW | internal, mW
sequential | 0.937 | 0.115 | 0.823
combinational | 0.514 | 0.284 | 0.230
clock | 0.899 | 0.307 | 0.591
[metal layers]
layer / global-route usage, % / wire (microns) / vias to the layer above
li1: - / - / 2990
met2: 35.2 / 7160 / 164
met4: 3.51 / 214 / 0
met3: 5.65 / 933 / 15
met1: 39.8 / 8460 / 2753
met5: 0 / 0 / -
[per-stage QoR]
stage	setup slack [ps]	area (sq um)	hold slack, ps	utilization (%)	power, mW
after floorplan	3530	7280	310	-	1.31
after global placement	3020	7900	327	56.3	1.45
after detailed placement	2940	7900	325	56.3	1.46
after CTS	2900	8520	339	60.7	2.37
after global routing	2480	8520	338	60.7	2.48
final	2950	8520	334	60.7	2.35
[worst max path at each step]
| stage | to | slack (ps) | cells after the start |
|---|---|---|---|
| 6_report | half_baud_time | 2950 | 13 |
| 4_1_cts | half_baud_time | 2900 | 13 |
| 5_1_grt | half_baud_time | 2480 | 13 |
Power is estimated from default activity; no workload was simulated.
